--- flow/config.mk ---
export PLATFORM = sky130hd
export DESIGN_NAME = multiplier8bit
export DESIGN_NICKNAME = multiplier8bit
export VERILOG_FILES = /design/flow/design.v
export SDC_FILE = /design/flow/constraint.sdc
export NUM_CORES = 4
export LEC_CHECK = 1
export CORE_AREA = 10 10 109 109
export DIE_AREA = 0 0 119 119
--- flow/constraint.sdc ---
current_design multiplier8bit

set clk_period 4.8
set clk_io_pct 0.2

create_clock -name clk0 -period $clk_period [get_ports {clk}]

set non_clock_inputs [all_inputs -no_clocks]
set_input_delay [expr $clk_period * $clk_io_pct] -clock clk0 $non_clock_inputs
set_output_delay [expr $clk_period * $clk_io_pct] -clock clk0 [all_outputs]
--- flow/design.v ---
`timescale 1ns / 1ps
module multiplier8bit(a,b,out, clk, start,working);
output [15:0] out;
output working;
input [7:0] a,b;
input clk, start;
reg [7:0] A, Q, M;
reg Q_1;
reg [3:0] count;
wire [7:0] sum, difference;
always @(posedge clk)
begin
if (start) begin
A <= 8'b0;
M <= a;
Q <= b;
Q_1 <= 1'b0;
count <= 4'b0;
end
else begin
case ({Q[0], Q_1})
2'b0_1 : {A, Q, Q_1} <= {sum[7], sum, Q};
2'b1_0 : {A, Q, Q_1} <= {difference[7], difference, Q};
default: {A, Q, Q_1} <= {A[7], A, Q};
endcase
count <= count + 1'b1;
end
end
half_adder adder (sum, A, M, 1'b0);
half_adder subtracter (difference, A, ~M, 1'b1);
assign out = {A, Q};
assign working = (count < 8);
endmodule
module half_adder(out, a, b, cin);
output [7:0] out;
input [7:0] a;
input [7:0] b;
input cin;
assign out = a + b + cin;
endmodule
--- flow/run.sh ---
#!/bin/bash
# OpenROAD 26Q1-2900-gdf79404cd8, Yosys 0.63+post, stock flow scripts
make -C /OpenROAD-flow-scripts/flow DESIGN_CONFIG=/design/flow/config.mk WORK_HOME=/design/flow/orfs finish
==> summary.txt <==
Main metrics from the flow reports.

The count of buffering cells on the critical path with inverters included is 3. The number of inserted diodes came out at 0. The die height is 119 um.

For reference, the critical path cell chain is clkdlybuf4s50_1 -> buf_4 -> inv_1 -> o21a_1 -> and3_1 -> o311ai_0 -> o211ai_1. The total die area is 14200 um^2. The clock-pin slew on the worst setup and hold paths came out at 0.07 ns. Setup repair after global routing left no endpoint under its margin. The average routed wire per standard cell is 11.0 um.

The type of the worst setup path is in -> reg. The synthesized netlist contains 42 unique library cells. The share of cells above drive strength 1 came out at 9.30%. The number of DRC markers after the initial detailed-route iteration came out at 54. The post-synthesis register bit count came out at 29. The fraction of the core area occupied by cells at floorplan came out at 17.9%. The final core utilization is 24.1%. The post-detailed-placement half-perimeter wirelength is 2990 um.

The power report lists cell-internal power as 0.590 mW. The number of synthesis warnings came out at 1. According to the report, the first pass of detailed routing completed in 4 iterations.

The global placer's final weighted congestion is 0.897. The kind of path behind the tightest hold check is reg -> reg. The warning total across the stage logs came out at 34. The count of filler cells inserted in the layout came out at 1061. The clock network latency to the later pin of the worst-skew pair came out at 0.28 ns. For this design the static power due to leakage is 0.938 nW. The slew of the pin with the lowest slew margin came out at 0.455 ns. The die is 119 um wide.

The sequential cell area fraction in the yosys report came out at 38.2%. The count of cells resized by post-cts repair came out at 0. The sequential group share of total power is 36.6%.

The critical path arrival came out at 2.44 ns. The clock power share is 30.9%. The top-level port count came out at 35. The number of clock buffers added by TritonCTS is 5.

The portion of total power attributed to combinational logic came out at 32.4%. Ranking logic cells in the layout by count gives the top entries sky130_fd_sc_hd__clkdlybuf4s50_1 (34), sky130_fd_sc_hd__inv_1 (25), sky130_fd_sc_hd__dfxtp_1 (21). The largest area contributor in the synthesized netlist is sky130_fd_sc_hd__dfxtp_1. The number of placement rows is 36. For the worst setup path, the data required time is 4.94 ns. The fraction of synthesis flops using an asynchronous set or reset pin came out at 0%. By area the synthesized netlist is led by sky130_fd_sc_hd__dfxtp_1 (24%), sky130_fd_sc_hd__edfxtp_1 (14%), sky130_fd_sc_hd__ha_1 (13%).

The residual DRC count came out at 0. The maximum clock path buffer count is 2. The analysis reports a worst IR drop on VDD of 0.277 mV. The shortest clock period the worst path allows after layout came out at 2.30 ns. Post-synth the commonest register cell is sky130_fd_sc_hd__dfxtp_1.

The highest cell delay on the worst timing path came out at 0.45 ns. The placed standard-cell area came out at 2200 um^2. The worst path meets setup with 2.50 ns of slack. The maximum clock rate is 435 MHz. The number of antenna violations at the first check in global routing came to 0.

STA classifies the critical path startpoint as a primary input. In this run the biggest area consumer among cell types represents 24.3% of the synthesized area. The count of nets left with antenna violations once routing finished came out at 0.

The pre-CTS worst setup slack is 2.21 ns. The clock net in this run drives a total of 29 sinks. The routed wire length came out at 3840 um. The area used by sequential logic in the layout came out at 661 um^2. Setup violations remaining at the end of the flow were counted as 0. The post-route clock period utilization came out at 47.9%. The netlist area before placement came out at 1730 um^2.

The logic area came out at 936 um^2. STA classifies the critical path endpoint as a flop. Entering global routing, the biggest net connects 28 pins.

The library cell used most frequently in the layout, excluding fill and tap cells, is sky130_fd_sc_hd__clkdlybuf4s50_1. The deepest level of the CTS H-tree is 2. The run finished with clean final reports.

The quantity of hold-fixing buffers added after cts came out at 0. After routing the design area is 2320 um^2. The post-CTS setup repair buffer count came out at 0. The worst pin sits at a relative slew slack of 69.3%. Summing over every cut layer, the via total after detailed routing is 1378. Across every metal layer, demand over resource in global routing totals 5.33%. The global-route wire length before repair is 6520 um. The number of global-route vias before repair is 1348.

The total overflow reported by the global router came out at 0. The family with the most delay on the worst path is buffers and inverters. The net load switching power is 0.249 mW. The TritonCTS clock tree is done. The post-synth tally of flip-flops with integrated enable came out at 8. The critical path's slowest stage uses the library cell sky130_fd_sc_hd__clkdlybuf4s50_1. The floorplan core area came out at 9640 um^2. The net switching fraction of the power came out at 29.6%. The slack of the worst reg-to-reg path is 2.66 ns. A synthesized cell averages 9.65 um^2. The number of vias per cell came out at 3.96. The relative area change from synthesis to final layout came out at 34.3%. CTS placed an instance of sky130_fd_sc_hd__clkbuf_8 at the clock tree root. After technology mapping, the gate count stands at 179.

The summed negative setup slack over all endpoints is 0 ns. The chip area line of the yosys report came out at 1730 um^2. In this run the tool buffered the top-level ports with 34 buffer cells. The number of standard cells reported by yosys is 179.

The worst hold margin is 0.450 ns. The largest fanout on the critical path came out at 27. Total power normalized to cell area comes to 361 nW/um^2.

The clock arrives with 0.0105 ns of skew. The final number of max-transition violations came out at 0. Across the run, the number of max-cap violations was 0.

The final hold violation count came out at 0.
-- cells in the mapped netlist, drive strengths merged (2+ instances only) --
cell type	instances
o31a	2
dfxtp	21
o221ai	2
mux2i	2
inv	25
o21ai	5
ha	18
o21a	2
xnor2	5
a211oi	4
o311a	2
buf	5
nor3	2
mux2	7
nor2b	2
a21oi	10
fa	2
and3	2
o211ai	4
o22ai	2
edfxtp	8
nand2b	5
a2111oi	3
nand3	2
clkbuf	2
nor2	12
nand2	9
xor2	2
or2	2
o2111a	2
-- flip-flops by register name, summed over array words and instances, names as in the netlist --
register and flops:
A 8, M 8, Q 8, Q_1 1
count 4
-- final timing paths --
path	from	endpoint	cells past startpoint
worst max-delay path	start	A[7]	7
worst max register to register	M[0]	A[5]	7
worst min register to register	count[0]	count[0]	1
worst min-delay path	count[0]	count[0]	1
-- through the flow --
| stage | cells | total power [mW] |
|---|---|---|
| finish | 348 | 0.839 |
| global route | 348 | 0.901 |
| CTS | 348 | 0.850 |
| detailed placement | 340 | 0.584 |
| global placement | 340 | 0.586 |
| floorplan | 179 | 0.486 |
-- per-layer routing --
| metal | vias to the layer above | track usage, % | routed length [um] |
|---|---|---|---|
| li1 | 702 | - | - |
| met1 | 624 | 7.08 | 1730 |
| met2 | 42 | 8.58 | 1760 |
| met3 | 10 | 1.39 | 242 |
| met4 | 0 | 1.15 | 105 |
| met5 | - | 0 | 0 |
-- logic make-up (layout without fill, tap and decap cells) --
group | after synthesis | in the layout | synth area share [%]
compound gates | 45 | 45 | 19.5
simple gates | 37 | 37 | 10.1
buf+inv | 32 | 68 | 7.60
flops | 29 | 29 | 38.2
fa+ha+maj | 20 | 20 | 15.4
mux | 9 | 9 | 5.72
xor+xnor | 7 | 7 | 3.55
-- power by group through the flow --
stage	clock [mW]	combinational [mW]	sequential, mW
final	0.259	0.272	0.307
after global routing	0.279	0.308	0.313
after CTS	0.267	0.275	0.308
-- final cells by class --
cell class | count | area share, %
Timing Repair Buffer | 35 | 15.0
Tap cell | 133 | 7.17
Sequential cell | 29 | 28.5
Clock inverter | 1 | 1.29
Multi-Input combinational cell | 118 | 40.3
Inverter | 25 | 4.04
Clock buffer | 7 | 3.72
No activity file was given, so power comes from the tool's default toggle rates.
