[./run.sh]
#!/bin/bash
# OpenROAD 26Q1-2900-gdf79404cd8, Yosys 0.63+post, stock flow scripts
make -C /OpenROAD-flow-scripts/flow DESIGN_CONFIG=/design/flow/config.mk WORK_HOME=/design/flow/orfs finish
[./config.mk]
export PLATFORM = sky130hd
export DESIGN_NAME = adder8bit
export DESIGN_NICKNAME = adder8bit
export VERILOG_FILES = /design/flow/design.v
export SDC_FILE = /design/flow/constraint.sdc
export NUM_CORES = 4
export LEC_CHECK = 1
export CORE_AREA = 10 10 70 70
export DIE_AREA = 0 0 80 80
[./constraint.sdc]
current_design adder8bit

set clk_period 6.5
set clk_io_pct 0.2

create_clock -name clk0 -period $clk_period

set non_clock_inputs [all_inputs -no_clocks]
set_input_delay [expr $clk_period * $clk_io_pct] -clock clk0 $non_clock_inputs
set_output_delay [expr $clk_period * $clk_io_pct] -clock clk0 [all_outputs]
[./design.v]
`timescale 1ns / 1ps
module adder8bit(a,b,sum,carry,overflow);
	 input [7:0] a;
	 input [7:0] b;
	 output [7:0] sum;
	 output carry;
	 output overflow;
	 wire [7:0] car;
	 wire [7:0] pre_sum; 
	 adder add0(a[0],b[0],0,pre_sum[0],car[0]);
	 adder add1(a[1],b[1],car[0],pre_sum[1],car[1]);
	 adder add2(a[2],b[2],car[1],pre_sum[2],car[2]);
	 adder add3(a[3],b[3],car[2],pre_sum[3],car[3]);
	 adder add4(a[4],b[4],car[3],pre_sum[4],car[4]);
	 adder add5(a[5],b[5],car[4],pre_sum[5],car[5]);
	 adder add6(a[6],b[6],car[5],pre_sum[6],car[6]);
	 adder add7(a[7],b[7],car[6],pre_sum[7],car[7]);
	 assign carry=car[7];
	 assign overflow=car[7]^car[6];
	 assign sum[0]=pre_sum[0]&~overflow;
	 assign sum[1]=pre_sum[1]&~overflow;
	 assign sum[2]=pre_sum[2]&~overflow;
	 assign sum[3]=pre_sum[3]&~overflow;
	 assign sum[4]=pre_sum[4]&~overflow;
	 assign sum[5]=pre_sum[5]&~overflow;
	 assign sum[6]=pre_sum[6]&~overflow;
	 assign sum[7]=pre_sum[7]&~overflow;
	 endmodule
module adder(x,y,cin,sum,cout);
input x;
input y;
input cin;
output sum;
output cout;
assign sum=x^y^cin;
assign cout=(x&y)|(y&cin)|(cin&x);
endmodule
==> flow_summary_export.csv <==
group,metric,value,unit
outcome,status,"finished clean",
worst_setup_path,path_delay_family,"adder cells",
worst_setup_path,timing.critical_path.cells,"clkdlybuf4s50_1 > inv_1 > fa_2 > fa_2 > fa_2 > fa_2 > fa_2 > fa_2 > fa_2 > xor2_2 > buf_6 > buf_4 > nor2_4 > clkdlybuf4s15_1",
grt,number_of_antenna_violations_at_the_first_check_in_global_routing,0,
cells_and_area,seq_cells,0,
cells_and_area,clock_buffers,0,
worst_setup_path,cp_common_cell,"sky130_fd_sc_hd__fa_2",
cells_and_area,seqCellArea,0,um2
worst_setup_path,critical-path-max-stage-delay,450,ps
timing,period_used_share,97.2,%
detailed_routing,drt_iter0_markers,0,
worst_setup_path,timing.critical_path.required,5200,ps
grt,grt_first_pass_wirelength,1590,um
detailed_routing,wl_per_cell,8.36,um
timing,timing.final.crit_period,6310,ps
grt,global_route.overflow_total,0,
yosys,ys_chip_area,263,um2
timing,maxSlewViolCount,0,
hold_path,worstHoldPathCells,5,
yosys,synth.lib_cells_used.distinct,5,
yosys,syn-mean-instance-area,7.73,um2
die,row_count,21,
yosys,syn-cell-area,263,um2
run,cap_violations,0,
detailed_routing,remaining_drc_errors,0,
timing,timing.final.setup_violations,0,
grt,grt_util_all_layers,3.05,%
worst_setup_path,cp.buffers_inverters,5,
timing,setup_total_negative_slack,0,ps
hold_path,end_of_the_worst_hold_path,"sum[1]",
power,design_power_total,0.0680,mW
worst_setup_path,cp_data_arrival_time,5010,ps
detailed_routing,vias_per_cell,2.64,
die,die_h,80,um
worst_setup_path,logic_depth_of_the_worst_setup_path_including_buffers,14,
yosys,yosys_cells,34,
worst_setup_path,cp_slowest_cell,"sky130_fd_sc_hd__clkdlybuf4s50_1",
die,design.portCount,26,
timing,clock.fmax,0.158,GHz
detailed_routing,antennaDiodeCount,0,
timing,rsz0062_at_grt,"false",
run,tool_warnings,32,
yosys,synthCells,34,
grt,first_global_vias,317,
hold_path,hp-class,"primary input to primary output",
power,p_leak,0.318,nW
hold_path,hold_path_startpoint,"a[1]",
power,worst_ir_drop_vdd,0.0000568,V
detailed_routing,drt-total-wl,953,um
yosys,synth.yosys.warnings,1,
die,initial_utilization,7.69,%
worst_setup_path,worstSetupStartpointType,"primary input",
detailed_routing,antenna_violating_nets_post_route,0,
detailed_routing,detailroute.via_count,301,
cells_and_area,synthToLayoutAreaGrowth,157,%
grt,grt_max_degree,5,
detailed_routing,firstDrtPassIters,1,
timing,final_hold_viols,0,
die,chipArea,6400,um2
timing,max_slew_margin,89.8,%
place,place_hpwl,835,um
die,die_width,80,um
cells_and_area,drive_gt1_share,35.3,%
place,routabilityCongestion,0.756,
die,floorplan.core_area,3420,um2
yosys,ys_seq_share,0,%
cells_and_area,filler_cell_count,389,
place,port_buf_inserts,26,
worst_setup_path,critical_path_class,"primary input to primary output",
worst_setup_path,worst_setup_path_end_kind,"primary output",
power,power_per_cell_area,101,nW/um2
timing,max_slew.worst_pin.slew,153,ps
clock_tree,ctsHoldBuffers,0,
worst_setup_path,critPathMaxFanout,4,
-- final cells by class --
class	instances	area, um2	share of cell area [%]
Timing Repair Buffer	34	315	46.7
Multi-Input combinational cell	17	239	35.4
Inverter	17	63.8	9.44
Tap cell	46	57.6	8.52
-- per-layer routing --
layer	routed length (um)	vias up	GRT usage [%]
met1	448	129	4.32
met2	379	18	4.49
li1	-	154	-
met5	0	-	0
met3	125	0	1.25
met4	0	0	0
-- cells in the mapped netlist --
library cell | count | area, um2
sky130_fd_sc_hd__inv_1 | 17 | 63.8
sky130_fd_sc_hd__xor2_2 | 1 | 16.3
sky130_fd_sc_hd__nor2_1 | 8 | 30.0
sky130_fd_sc_hd__ha_1 | 1 | 12.5
sky130_fd_sc_hd__fa_1 | 7 | 140
-- worst max path at each step --
stage / endpoint / slack (ps) / start
after CTS: sum[1] / 2 / b[1]
after global routing: sum[5] / 20 / b[1]
final: sum[0] / 190 / b[1]
-- layout by cell type, fill, tap and decap left out --
cell type,Yosys,routed
sky130_fd_sc_hd__fa_2,0,7
sky130_fd_sc_hd__inv_1,17,16
sky130_fd_sc_hd__xor2_2,1,1
sky130_fd_sc_hd__clkdlybuf4s50_1,0,14
sky130_fd_sc_hd__buf_6,0,1
sky130_fd_sc_hd__ha_2,0,1
sky130_fd_sc_hd__dlygate4sd2_1,0,7
sky130_fd_sc_hd__inv_2,0,1
sky130_fd_sc_hd__buf_4,0,7
sky130_fd_sc_hd__clkdlybuf4s15_1,0,5
sky130_fd_sc_hd__nor2_2,0,5
sky130_fd_sc_hd__nor2_1,8,2
sky130_fd_sc_hd__nor2_4,0,1
-- stage by stage --
stage	area (um2)	cells	utilization, %	setup WS, ps	hold WS, ps
final	676	114	19.8	185	3280
after global routing	676	114	19.8	24.5	3310
after CTS	666	113	19.5	1.86	3280
after detailed placement	596	108	17.4	-628	3670
after global placement	596	108	17.4	-649	3660
after floorplan	263	34	-	649	2770
-- what timing repair did --
action,4_1_cts,5_1_grt
endpoints found under the setup margin,10,8
setup buffers,5,1
pin swaps,10,5
resized,33,1
-- power by group --
group	switching [mW]	internal [mW]
Sequential	0	0
Clock	0	0
Combinational	0.0237	0.0443
Total	0.0237	0.0443
-- cell families (layout without fill, tap and decap cells) --
family                   count (synthesis)  in the layout  share of synthesized area (%)
XOR/XNOR                                 1              1                           6.19
adder cells (fa/ha/maj)                  8              8                           58.1
buffers and inverters                   17             51                           24.3
AND/OR/NAND/NOR                          8              8                           11.4
Power and IR drop assume default switching activity.
